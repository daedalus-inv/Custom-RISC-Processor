[config.mk]
export PLATFORM = sky130hd
export DESIGN_NAME = RISC_16
export DESIGN_NICKNAME = RISC_16
export VERILOG_FILES = /design/flow/design.v
export SDC_FILE = /design/flow/constraint.sdc
export NUM_CORES = 4
export LEC_CHECK = 1
export CORE_UTILIZATION = 40
[constraint.sdc]
current_design RISC_16

set clk_period 123.6
set clk_io_pct 0.2

create_clock -name clk0 -period $clk_period [get_ports {clk}]

set non_clock_inputs [all_inputs -no_clocks]
set_input_delay [expr $clk_period * $clk_io_pct] -clock clk0 $non_clock_inputs
set_output_delay [expr $clk_period * $clk_io_pct] -clock clk0 [all_outputs]
[run.sh]
#!/bin/bash
# OpenROAD 26Q1-2900-gdf79404cd8, Yosys 0.63+post, stock flow scripts
make -C /OpenROAD-flow-scripts/flow DESIGN_CONFIG=/design/flow/config.mk WORK_HOME=/design/flow/orfs finish
[design.v]
module ALU(
	input 			[15:0]	a,
	input 			[15:0]	b,
	input 			[3:0] 	opcode,
	output	reg 	[15:0]	out
);
always @(a, b, opcode) begin
	case (opcode)
		4'b0000: out <= b;			 
		4'b0001: out <= a + b;
		4'b0010: out <= a * b;
		4'b0011: out <= a / b;
		4'b0100: out <= a > b;
		4'b0101: out <= a == b;
		4'b0110: out <= a >> b;
		4'b0111: out <= a << b;
		4'b1000: out <= a - b;
		4'b1001: out <= a >>> b;	 
		4'b1010: out <= ~a;
		4'b1011: out <= a < b;		
		4'b1100: out <= a & b;		 
		4'b1101: out <= a | b;		 
		4'b1110: out <= a ^ b;		 
		4'b1111: out <= 16'd0;		 
		default: out <= 16'd0;
	endcase
end
endmodule 
module Control_unit(
	input 						clk,
	input							enable,
	input 			[15:0] 	instruction,
	input				[4:0]		tick,
	input 			[15:0]	alu_out,
	output			[3:0]		Reg_a,
	output			[3:0] 	Reg_b,
	output 			[7:0] 	Sign_ext_in,
	output	reg				Reg_r_enable,
	output	reg				Reg_w_enable,
	output 	reg				ALU_mux,				 
	output	reg				Sign_mux,			 
	output 	reg				write_data_mux,
	output 	reg				disp_enable,
	output 	reg	[2:0] 	PC_enables,
	output	reg	[3:0] 	ALU_op
);
assign Reg_a = instruction[11:8];
assign Reg_b = instruction[7:4];
assign Sign_ext_in = instruction[7:0];
always @(tick, enable, instruction, clk, alu_out) begin
	case (enable)
		1'b1: begin
			case (tick)
				5'b10000: begin
					Reg_w_enable <= 1'b0;
					disp_enable <= 1'b0;
					case (instruction[15:12])
						4'b0000: begin
						end
						4'b1111: begin
						end
						default: begin
						end
					endcase
				end
				5'b01000: begin
					Sign_mux <= 1'b1;
					case (instruction[15:12])
						4'b0000: begin
							Reg_r_enable <= 1'b1;
						end
						4'b1111: begin
						end
						default: begin
							Reg_r_enable <= 1'b1;
						end
					endcase
				end
				5'b00100: begin
					Reg_r_enable <= 1'b0;
					case (instruction[15:12])
						4'b0000: begin
							ALU_mux <= 1'b0;					 
							ALU_op <= instruction[3:0];		 
						end
						4'b1111: begin
						end
						default: begin
							ALU_mux <= 1'b1;		 
							case (instruction[15:12])
								4'b0001: ALU_op <= 4'b0001;	 
								4'b0010: ALU_op <= 4'b0000;	 
								4'b0011: ALU_op <= 4'b1100;	 
								4'b0100: ALU_op <= 4'b1101;	 
								4'b0101: ALU_op <= 4'b1110;	 
								4'b0110: ALU_op <= 4'b0111;	 
								4'b0111: ALU_op <= 4'b0110;	 
								4'b1000: ALU_op <= 4'b1001;	 
								4'b1001: ALU_op <= 4'b1010;	 
								4'b1010: begin 					 
									Sign_mux <= 1'b0;
									ALU_op <= 4'b0101;
								end
								4'b1011: begin						 
									Sign_mux <= 1'b0;
									ALU_op <= 4'b0100;	
								end
								4'b1100: begin						 
									Sign_mux <= 1'b0;
									ALU_op <= 4'b1011;	
								end
								4'b1101: ALU_op <= 4'bXXXX;	 
								4'b1110: ALU_op <= 4'bXXXX;	 
								default: ALU_op <= 4'b0000;
							endcase
						end
					endcase
				end
				5'b00010: begin
					case (instruction[15:12])
						4'b0000: begin
						end
						4'b1111: begin
						end
						default: begin
						end
					endcase
				end
				5'b00001: begin
					case (instruction[15:12])
						4'b0000: begin
							write_data_mux <= 1'b0;
							Reg_w_enable <= 1'b1;
							PC_enables <= 3'b010;
						end
						4'b1111: begin
						end
						default: begin
							case (instruction[15:12])
								4'b1001: disp_enable <= 1'b1;	 
								4'b1010: begin 					 
									PC_enables <= alu_out[0]? 3'b100 : 3'b010;
								end
								4'b1011: begin						 
									PC_enables <= alu_out[0]? 3'b100 : 3'b010;
								end
								4'b1100: begin						 
									PC_enables <= alu_out[0]? 3'b100 : 3'b010;
								end
								4'b1101: ALU_op <= 4'bXXXX;	 
								4'b1110: ALU_op <= 4'bXXXX;	 
								default: begin
									write_data_mux <= 1'b0;
									Reg_w_enable <= 1'b1;
									PC_enables <= 3'b010;
								end
							endcase
						end
					endcase
				end
				default: begin	 
				end
			endcase
		end
		default: begin
			Reg_r_enable <= 1'b0;
			Reg_w_enable <= 1'b0;
			ALU_op <= 3'b0;
		end
	endcase
end
endmodule 
module Mux_2(
	input 	 		select,
	input [15:0] 	a,
	input [15:0] 	b,
	output [15:0] 	out
);
assign out = select? b : a;
endmodule 
module PC_counter(
	input 						replace,		 
	input 						increment,	 
	input 						add,			 
	input 						clk,
	input 			[15:0] 	D,
	output 	reg	[15:0] 	Q
);
initial begin
	Q = 16'd0;
end
always @(posedge clk) begin
	if (replace) begin
		Q <= D;
	end else if (increment) begin
		Q <= Q + 1'b1;
	end else if (add) begin
		Q <= Q + D;
	end
end
endmodule 
module RISC_16(
	output	[15:0]		t_alu_in1, 
	output	[15:0]		t_alu_in2,
	output	[15:0]		t_alu_out,
	input 				clk,
	input 				enable,
	input 	[15:0] 	instruction,
	output 	[4:0] 	tick_out,
	output 	[15:0] 	display
);
assign 	t_alu_in1 = alu_in1; 
assign	t_alu_in2 = alu_in2;
assign 	t_alu_out = alu_out;
wire 	[15:0] 	alu_out;
wire 	[3:0]		reg_a, reg_b;
wire 	[3:0] 	alu_op;
wire	[2:0]		pc_enables;
wire 				reg_r_enable, reg_w_enable, alu_mux, w_data_mux, sign_mux, disp_enable; 
wire 	[15:0] 	alu_in1, alu_in2, reg_in1, reg_in2, reg_out2, reg_data_in, sign_out, sign_mux_out, pc_out;
wire 	[7:0] 	sign_in;
wire	[4:0]		tick;
assign tick_out = tick;
Control_unit C0 (
	.clk(clk),
	.enable(enable),
	.instruction(instruction),
	.tick(tick),
	.alu_out(alu_out),
	.Reg_a(reg_a),
	.Reg_b(reg_b),
	.Sign_ext_in(sign_in),
	.Reg_r_enable(reg_r_enable),
	.Reg_w_enable(reg_w_enable),
	.ALU_mux(alu_mux),
	.Sign_mux(sign_mux),
	.write_data_mux(w_data_mux),
	.disp_enable(disp_enable),
	.PC_enables(pc_enables),
	.ALU_op(alu_op)
);
Register_file R0 (
	.clk(clk),
	.read_enable(reg_r_enable),
	.write_enable(reg_w_enable),
	.reg1(reg_a),
	.reg2(reg_b),
	.in_data(reg_data_in),
	.out_data1(alu_in1),
	.out_data2(reg_out2)
);
PC_counter PC(
	.replace(pc_enables[0]),
	.increment(pc_enables[1]),
	.add(pc_enables[2]),
	.clk(clk),
	.D(sign_out),
	.Q(pc_out)
);
ALU Alu (
	.a(alu_in1),
	.b(alu_in2),
	.opcode(alu_op),
	.out(alu_out)
);
tick_FSM Tick (
	.clk(clk),
	.tick(tick)
);
Mux_2 ALU_mux (
	.select(alu_mux),
	.a(reg_out2),
	.b(sign_mux_out),
	.out(alu_in2)
);
Mux_2 Write_data_mux (
	.select(w_data_mux),
	.a(alu_out),
	.b(alu_out),		 
	.out(reg_data_in)
);
Mux_2 Sign_ext_mux(
	.select(sign_mux),
	.a(16'd0),
	.b(sign_out),		
	.out(sign_mux_out)
);
Sign_ext_8 sign_x (
	.a(sign_in),
	.out(sign_out)
);
Reg disp_register(
	.enable(disp_enable),
	.clk(clk),
	.D(~alu_out),
	.Q(display)			 
);
endmodule 
module Reg(
	input 						enable,
	input 						clk,
	input 			[15:0] 	D,
	output 	reg	[15:0] 	Q
);
initial begin
	Q = 16'd0;
end
always @(posedge clk) begin
	case (enable)
		1'b1:		Q <= D;
		1'b0:		Q <= Q;
		default: Q <= Q;
	endcase
end
endmodule 
module Register_file(
	input							clk,
	input 						read_enable,
	input							write_enable,
	input 			[3:0]		reg1,
	input				[3:0]		reg2,
	input				[15:0] 	in_data,
	output	reg	[15:0]	out_data1,
	output	reg	[15:0]	out_data2
);
	reg [15:0]	enable;
	wire [15:0] r_out [0:15];
	Reg r0 (.enable(enable[0]), .clk(clk), .D(in_data), .Q(r_out[0]));
	Reg r1 (.enable(enable[1]), .clk(clk), .D(in_data), .Q(r_out[1]));
	Reg r2 (.enable(enable[2]), .clk(clk), .D(in_data), .Q(r_out[2]));
	Reg r3 (.enable(enable[3]), .clk(clk), .D(in_data), .Q(r_out[3]));
	Reg r4 (.enable(enable[4]), .clk(clk), .D(in_data), .Q(r_out[4]));
	Reg r5 (.enable(enable[5]), .clk(clk), .D(in_data), .Q(r_out[5]));
	Reg r6 (.enable(enable[6]), .clk(clk), .D(in_data), .Q(r_out[6]));
	Reg r7 (.enable(enable[7]), .clk(clk), .D(in_data), .Q(r_out[7]));
	Reg r8 (.enable(enable[8]), .clk(clk), .D(in_data), .Q(r_out[8]));
	Reg r9 (.enable(enable[9]), .clk(clk), .D(in_data), .Q(r_out[9]));
	Reg r10 (.enable(enable[10]), .clk(clk), .D(in_data), .Q(r_out[10]));
	Reg r11 (.enable(enable[11]), .clk(clk), .D(in_data), .Q(r_out[11]));
	Reg r12 (.enable(enable[12]), .clk(clk), .D(in_data), .Q(r_out[12]));
	Reg r13 (.enable(enable[13]), .clk(clk), .D(in_data), .Q(r_out[13]));
	Reg r14 (.enable(enable[14]), .clk(clk), .D(in_data), .Q(r_out[14]));
	Reg r15 (.enable(enable[15]), .clk(clk), .D(in_data), .Q(r_out[15]));
always @(clk, read_enable, write_enable, reg1, reg2, in_data) begin
	case (read_enable)
		1'b1:	begin
			out_data1 <= r_out[reg1];
			out_data2 <= r_out[reg2];
		end
		default: begin
			out_data1 <= 16'd0;
			out_data2 <= 16'd0;
		end
	endcase
	case (write_enable)
		1'b1: enable[reg1] <= 1'b1;
		default: enable <= 16'd0;
	endcase
end
endmodule 
module Sign_ext_8(
	input 	[7:0] 	a,
	output 	[15:0] 	out
);
assign out = {{8{a[7]}}, a};
endmodule 
module tick_FSM(
	input					clk,
	output reg	[4:0]	tick
);
initial begin
tick = 5'b10000;
end
always @(posedge clk) begin
	case (tick)
		5'b10000: 	tick <= 5'b01000;		 
		5'b01000: 	tick <= 5'b00100;		 
		5'b00100: 	tick <= 5'b00010;		 
		5'b00010: 	tick <= 5'b00001;		 
		5'b00001: 	tick <= 5'b10000;		 
		default: 	tick <= 5'b10000;
	endcase
end
endmodule 
==> impl_metrics.json <==
{
  "tns_ns": 0,
  "cp_max_fo": 59,
  "dp_hpwl_um": 90870,
  "ant_nets": 0,
  "unclocked_pins": 25,
  "finalSetupViolCount": 0,
  "finalHoldViolations": 0,
  "period_used_pct": 69.46,
  "relSlewSlack_pct": 34.21,
  "fin_skew_ns": 0.03877,
  "clock_latency_ns": 0.57,
  "required_ns": 98.88,
  "yosysWarningCount": 6,
  "cp.arrival_ns": 61.13,
  "logic_area_um2": 18780,
  "io_pins": 87,
  "row_count": 98,
  "fp_util_pct": 40.47,
  "drtIter0Drc": 2807,
  "die_x_um": 271.2,
  "status": "complete, no violations",
  "clockBufferDepth": 3,
  "rsz0062_at_grt": "false",
  "synth_top_cell_by_area": "edfxtp_1",
  "layout-drive-gt1-share_pct": 10.58,
  "syn_avg_cell_area_um2": 9.021,
  "ys_ff": 302,
  "ys.flop_type": "edfxtp_1",
  "max_freq_mhz": 11.65,
  "post_cts_buffers": 0,
  "synth_cell_type_count": 106,
  "grt_overflow_total": 0,
  "gp_congestion": 1.096,
  "synthCells": 3212,
  "synth_area_um2": 28980,
  "cpPeakStageDelay_ns": 0.64,
  "port_buffers": 86,
  "cts_max_level": 2,
  "warning_count": 60,
  "hold_path.class": "register to register",
  "first_pass_iters": 5,
  "cts_tree": "built",
  "top_cell_area_share_pct": 28.19,
  "drv_slew": 0,
  "wirelength_um": 125700,
  "cts-buffers-inserted": 34,
  "crit_path_start_kind": "input pin",
  "worst_pin_slew_ns": 0.9848,
  "via_count": 27410,
  "met1_usage_pct": 44.89,
  "ys_async_sr_fraction_pct": 0,
  "dieArea_um2": 73520,
  "end_kind": "output pin",
  "finalCriticalPeriod_ns": 85.85,
  "ys_area_um2": 28980,
  "via_per_inst": 6.418,
  "grt_max_degree": 60,
  "antenna_found_initial": 5,
  "yosys-top-cells-count": "nand2_1, edfxtp_1, ha_1",
  "drcViolationCount": 0,
  "met2_usage_pct": 51.32,
  "wl_per_cell_um": 29.44,
  "synth-edff-count": 272,
  "criticalPathCategory": "input pin to output pin",
  "use_met3_pct": 13.62,
  "postCtsHoldBufs": 0,
  "cts-root-buf": "clkbuf_16",
  "ys_cells": 3212,
  "cap_violations": 0,
  "crit_slowest_cell": "o31a_1",
  "busiest_layer": "met2",
  "coreArea_um2": 71610,
  "grt_usage_pct": 35.32,
  "die_y_um": 271.2,
  "synth.top_cells.by_area": "edfxtp_1, ha_1, fa_1",
  "top_cell": "nand2_1",
  "cpMostUsedCell": "o21a_1",
  "grt_pass1_wl_um": 181100,
  "syn2layout_area_growth_pct": 11.97,
  "seq_area_um2": 8643,
  "fill_cells": 6958,
  "clk_pin_slew_worst_paths_ns": 0.06,
  "untimed_endpoints": 297,
  "ctsResizeCount": 0,
  "grt_pass1_vias": 26630
}
-- worst max-delay path, delay by kind of cell --
| kind | cells | cell delay, ns |
|---|---|---|
| adders and majority gates | 15 | 4.59 |
| AOI/OAI and AO/OA | 86 | 17.87 |
| and+or+nand+nor | 32 | 7.50 |
| buffers and inverters | 15 | 3.80 |
| muxes | 7 | 2.51 |
-- kinds of logic (layout without fill, tap and decap cells) --
kind of cell	count (synthesis)	after routing	share of synthesized area (%)
and+or+nand+nor	988	988	16.63
AOI/OAI and AO/OA	954	954	23.29
buffers and inverters	412	519	5.933
adders and majority gates	317	317	15.81
DFF	277	277	28.53
muxes	149	149	5.596
xor gates and xnor gates	90	90	2.910
latches	25	25	1.295
other	0	1	0
-- final timing paths --
kind	slack [ns]	start	to	depth (start not counted)
setup / recovery	37.75	instruction[5]	t_alu_out[0]	155
hold / removal	0.50	Tick.tick[0]	Tick.tick[0]	1
setup reg to reg	88.18	R0.r5.Q[13]	R0.r3.Q[0]	151
hold reg to reg	0.50	Tick.tick[0]	Tick.tick[0]	1
-- cell usage in the layout (no fill, tap or decap), drive strengths merged, types with 37 or more instances in the layout --
cell	Yosys	final
a211oi	37	37
clkbuf	115	41
fa	82	82
ha	235	235
nand2	311	311
inv	221	225
nand3	60	60
edfxtp	272	272
a21o	40	40
o21ai	176	176
mux2	54	54
nor3	99	99
o21a	67	67
xnor2	58	58
nor2	228	228
clkdlybuf4s50	0	78
a22oi	41	41
nor2b	48	48
buf	72	156
a31oi	38	38
a21oi	167	167
mux2i	90	90
-- cell type report --
type,count,area share [%]
diodes,1,0.007712
clock buffers,41,2.800
clock inverters,19,0.4550
inverters,225,2.603
multi-input cells,2498,57.88
flip-flops and latches,302,26.64
well taps,950,3.663
repair buffers,234,5.954
-- through the flow --
| stage | std cells | cell area [um2] | worst slack [ns] | utilization (%) | hold WS [ns] |
|---|---|---|---|---|---|
| 3_3_place_gp | 4209 | 31390 | 38.97 | 43.83 | 0.5018 |
| 5_1_grt | 4269 | 32440 | 34.51 | 45.31 | 0.5436 |
| 3_5_place_dp | 4209 | 31390 | 38.24 | 43.83 | 0.4917 |
| 6_report | 4270 | 32450 | 37.75 | 45.31 | 0.5007 |
| 2_1_floorplan | 3212 | 28980 | 41.48 | - | 0.4397 |
| 4_1_cts | 4269 | 32440 | 38.13 | 45.31 | 0.5007 |
-- routing by layer --
layer,part of all wire [%],routed length (um)
met2,43,53920
met1,37,46060
met4,8.3,10390
met5,0.010,13
met3,12,15330
