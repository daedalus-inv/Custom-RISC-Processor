==> flow/design.v <==
module bcd_1(
	input 	[3:0] in,
	output	[6:0] out
);
reg [6:0] temp;
assign out = ~temp;
always @(in) begin
	case (in)
		4'b0000:	temp <= 7'b0111111;	 
		4'b0001:	temp <= 7'b0000110;	 
		4'b0010:	temp <= 7'b1011011;	 
		4'b0011:	temp <= 7'b1001111;	 
		4'b0100:	temp <= 7'b1100110;	 
		4'b0101:	temp <= 7'b1101101;	 
		4'b0110:	temp <= 7'b1111101;	 
		4'b0111:	temp <= 7'b0000111;	 
		4'b1000:	temp <= 7'b1111111;	 
		4'b1001:	temp <= 7'b1101111;	 
		default: temp <= 7'b0111111;	 
	endcase
end 
endmodule 
==> flow/run.sh <==
#!/bin/bash
# OpenROAD 26Q1-2900-gdf79404cd8, Yosys 0.63+post, stock flow scripts
make -C /OpenROAD-flow-scripts/flow DESIGN_CONFIG=/design/flow/config.mk WORK_HOME=/design/flow/orfs finish
==> flow/config.mk <==
export PLATFORM = sky130hd
export DESIGN_NAME = bcd_1
export DESIGN_NICKNAME = bcd_1
export VERILOG_FILES = /design/flow/design.v
export SDC_FILE = /design/flow/constraint.sdc
export NUM_CORES = 4
export LEC_CHECK = 1
export CORE_AREA = 10 10 70 70
export DIE_AREA = 0 0 80 80
==> flow/constraint.sdc <==
current_design bcd_1

set clk_period 1.0
set clk_io_pct 0.2

create_clock -name clk0 -period $clk_period

set non_clock_inputs [all_inputs -no_clocks]
set_input_delay [expr $clk_period * $clk_io_pct] -clock clk0 $non_clock_inputs
set_output_delay [expr $clk_period * $clk_io_pct] -clock clk0 [all_outputs]
==> ds_physical_params.txt <==
Table: implementation figures

Parameter                              Value

Power and ir drop
  Worst IR drop on VDD .................. 0.0000552 V
  Pwr/cell area .................. 348 nW/um^2
  Leakage power .................. 0.000198 uW

Placement
  Buffers added on ports .................. 11
  Final RePlAce weighted congestion .................. 0.657
  Worst setup slack before clock tree synthesis .................. -1.02 ns
  DPL Wire Length .................. 466 microns

Flow run
  Max Cap Viol .................. 0
  Number of OpenROAD warnings .................. 37

Worst setup path
  Stages on worst setup path .................. 6
  Slowest CP cell .................. ha_4
  Type of destination of the critical path .................. primary output
  Data arrival, critical path .................. 0.94 ns
  Crit path from .................. in[1]
  Critical path, cell by cell .................. buf_8 > inv_4 > ha_4 > nand2b_1 > a21oi_1 > buf_2
  Worst-path fanout max .................. 2
  Capture point of the worst path .................. out[3]
  Top delay family on crit path .................. buffers and inverters
  Kind of critical path .................. in2out
  Count of buffer and inverter cells on the critical path .................. 3
  Largest stage delay on the critical path .................. 0.20 ns
  CP required .................. 0.80 ns
  Nature of the critical path startpoint .................. input port

Synthesis
  Number of warnings reported in the yosys synthesis log .................. 1
  Synth Seq Share .................. 0%
  Avg Cell Area, Syn .................. 7.56 sq um
  Chip Area, Yosys .................. 196 sq um
  Share of Yosys cell area claimed by the top area cell type .................. 25.5%
  Yosys cell types .................. 13
  Syn Inst Count .................. 26
  Cell taking the most area after synthesis .................. ha_1
  Synth cell count leaders .................. 4 x a21oi_1, 4 x ha_1, 3 x inv_1, 3 x nor2_1
  Number of cell instances after yosys synthesis .................. 26
  Top post-synthesis cells by area .................. ha_1 25%, nand2b_4 14%, a21oi_1 10%
  Cell area after technology mapping .................. 196 sq um

Global route
  Global-route usage over all layers .................. 1.89%
  Global route total overflow .................. 0
  Number of antenna violations at the first check in global routing .................. 0
  Number of global-route vias before repair .................. 220
  Maximum number of pins on one net before global-route repair .................. 8
  First-pass GRT wire length .................. 1050 microns

Drt
  First DRT Iteration DRCs .................. 4
  Total length of routed wires .................. 657 microns
  Antenna cell count .................. 0
  Vias after detailed routing .................. 235
  Pre-antenna DRT Iters .................. 2
  Routed Antenna Nets .................. 0
  Drt via density .................. 2.58
  Number of design rule violations left after detail routing .................. 0
  DR WL/cell .................. 7.22 microns

Layout
  Share of cells above drive strength 1 .................. 86.7%
  Clock tree buffer count of the final layout .................. 0
  Area growth from synthesis to layout .................. 151%
  End-of-flow core utilization .................. 14.4%
  Logic area .................. 234 sq um
  Fill count .................. 385
  Layout sequential cell count .................. 0
  Register area .................. 0 sq um

Timing
  Final critical path time including I/O delays and setup .................. 1.14 ns
  Final hold violation count .................. 0
  Final number of setup-violating endpoints .................. 5
  Post-route setup slack .................. -0.145 ns
  Fraction of the cycle the final worst path needs .................. 114%
  Count of final max-slew check failures .................. 0
  Relative slew slack .................. 87.3%
  Transition at the pin with the smallest max-transition slack .................. 0.191 ns
  RSZ-0062 raised after global routing .................. true
  Highest clock rate .................. 874 MHz

Min path
  Class of the tightest hold or removal check .................. in2out
  Source of the worst hold timing path .................. in[3]

Floorplan
  Overall die width .................. 80 microns
  IO Count .................. 11
  Starting density of the core .................. 5.75%
  Die span in y .................. 80 microns
  Floorplan core area .................. 3420 sq um
  Chip footprint .................. 6400 sq um
  Site row count .................. 21

Outcome
  Run status .................. finished, violations left
  Failing checks .................. setup timing
==> power by group <==
group | switching (uW) | internal, uW | total (uW)
logic | 70.5 | 101 | 172
clock network | 0 | 0 | 0
registers | 0 | 0 | 0
==> through the flow <==
step	area, sq um	power [uW]	setup TNS, ns	hold WS, ns	cells
2_1_floorplan	196	58.5	0	0.503	26
3_3_place_gp	385	128	-6.29	1.44	86
3_5_place_dp	385	129	-6.33	1.43	86
4_1_cts	493	172	-0.649	0.707	92
5_1_grt	493	188	-0.839	0.730	91
6_report	493	172	-0.542	0.697	91
==> cell usage in the layout (no fill, tap or decap), drive strengths merged <==
cell           netlist  routed
a21oi                6       6
nand2b               3       3
nand2                2       2
inv                  3       3
buf                  2      20
ha                   4       4
a211oi               1       1
clkdlybuf4s15        0       1
nor2                 4       4
nor3                 1       1
==> worst min-delay path by stage <==
stage                 slack, ns     end  depth (start not counted)
after global routing       0.73  out[6]                          3
after CTS                  0.71  out[6]                          3
final                      0.70  out[6]                          3
==> repair_timing <==
| action | CTS | global route |
|---|---|---|
| hold buffers | 0 | 0 |
| setup endpoints to repair | 7 | 7 |
| resized | 64 | 4 |
| setup buffers | 6 | 0 |
| pin swaps | 9 | 3 |
| gates cloned | 0 | 0 |
==> layer usage <==
layer  track usage [%]  vias up  wire length, microns
met5                 0        -                     0
met4                 0        0                     0
met3             0.455        0                    52
met2              3.21        7                   299
met1              2.50      107                   304
li1                  -      121                     -
==> tightest hold or removal path, stage by stage <==
cell and delay [ns]:
buf_2 0.12, a21oi_1 0.07, buf_2 0.11
==> layout make-up <==
type / instances / area share, %
multi-input combinational: 21 / 47.5
tap: 46 / 11.7
inverter: 3 / 3.30
timing repair buffer: 21 / 37.6
==> kinds of logic after synthesis <==
logic type | Yosys count | synth area share [%]
simple gates | 10 | 35.0
compound gates | 7 | 25.5
buf+inv | 5 | 14.0
fa+ha+maj | 4 | 25.5
No activity file was given, so power comes from the tool's default toggle rates.
